==> design/flow/run.sh <==
#!/bin/bash
# OpenROAD 26Q1-2900-gdf79404cd8, Yosys 0.63+post, stock flow scripts
make -C /OpenROAD-flow-scripts/flow DESIGN_CONFIG=/design/flow/config.mk WORK_HOME=/design/flow/orfs finish
==> design/flow/config.mk <==
export PLATFORM = sky130hd
export DESIGN_NAME = xor_gate
export DESIGN_NICKNAME = xor_gate
export VERILOG_FILES = /design/flow/design.v
export SDC_FILE = /design/flow/constraint.sdc
export NUM_CORES = 4
export LEC_CHECK = 1
export CORE_AREA = 10 10 70 70
export DIE_AREA = 0 0 80 80
==> design/flow/constraint.sdc <==
current_design xor_gate

set clk_period 1.0
set clk_io_pct 0.2

create_clock -name clk0 -period $clk_period

set non_clock_inputs [all_inputs -no_clocks]
set_input_delay [expr $clk_period * $clk_io_pct] -clock clk0 $non_clock_inputs
set_output_delay [expr $clk_period * $clk_io_pct] -clock clk0 [all_outputs]
==> design/flow/design.v <==
module xor_gate (x1, y1, out);
	input[15:0] x1, y1;
	output[15:0] out;
	assign out = x1 ^ y1;
endmodule
==> impl_metrics.xml <==
<?xml version="1.0" encoding="UTF-8"?>
<metrics>
  <group name="cells_and_area">
    <metric name="finalInstanceArea" unit="µm²">558.0</metric>
    <metric name="instances_no_fill" unit="">110</metric>
    <metric name="syn2layout_area_growth" unit="%">298.2</metric>
    <metric name="nClkBuffers" unit="">0</metric>
    <metric name="flop_area" unit="µm²">0</metric>
    <metric name="final_layout_size_suffix_gt1_share" unit="%">25.00</metric>
    <metric name="post_route_core_utilization" unit="%">16.34</metric>
    <metric name="flops" unit="">0</metric>
    <metric name="fillerInstances" unit="">412</metric>
  </group>
  <group name="drt">
    <metric name="detail_route.antenna_diodes" unit="">0</metric>
    <metric name="routed-via-count" unit="">286</metric>
    <metric name="totalWireLength" unit="mm">1.330</metric>
    <metric name="detail_route.iter0.violations" unit="">0</metric>
    <metric name="drt-wirelength-per-cell" unit="µm">12.09</metric>
    <metric name="drt_drc_violations_left" unit="">0</metric>
    <metric name="detail_route.vias_per_cell" unit="">2.600</metric>
    <metric name="route.antenna.remaining_nets" unit="">0</metric>
    <metric name="drt_pre_antenna_iters" unit="">1</metric>
  </group>
  <group name="job">
    <metric name="warnings" unit="">32</metric>
    <metric name="cap_viol_max_count" unit="">0</metric>
  </group>
  <group name="global_route">
    <metric name="grt_overflow_total" unit="">0</metric>
    <metric name="largest_net_degree_at_the_start_of_global_routing" unit="">2</metric>
    <metric name="first_global_vias" unit="">329</metric>
    <metric name="grt_antenna_before_repair" unit="">0</metric>
    <metric name="overall_fraction_of_global_route_tracks_in_use" unit="%">3.740</metric>
    <metric name="grt_pass1_wl" unit="mm">1.856</metric>
  </group>
  <group name="timing">
    <metric name="period_used_share" unit="%">94.88</metric>
    <metric name="timing.final.max_slew_violations" unit="">0</metric>
    <metric name="final_hold_viol_count" unit="">0</metric>
    <metric name="achievable-frequency" unit="MHz">1054</metric>
    <metric name="setup_viol" unit="">0</metric>
    <metric name="grt_setup_unrepaired" unit="">false</metric>
    <metric name="timing.max_slew.rel_slack" unit="%">89.27</metric>
    <metric name="final_period_minus_worst_setup_slack" unit="ns">0.9488</metric>
    <metric name="tightestPinTransition" unit="ns">0.1604</metric>
  </group>
  <group name="critical_path">
    <metric name="required" unit="ns">0.80</metric>
    <metric name="setup.worst_path.end_class" unit="">primary output</metric>
    <metric name="critPathMaxFanout" unit="">1</metric>
    <metric name="timing.setup.critical_path_class" unit="">in2out</metric>
    <metric name="critical_path_start_type" unit="">input port</metric>
    <metric name="arrival" unit="ns">0.75</metric>
  </group>
  <group name="power_and_ir_drop">
    <metric name="report.power.total" unit="µW">194.6</metric>
    <metric name="power.static_leakage" unit="µW">0.0002997</metric>
    <metric name="power.ir.vdd_worst" unit="mV">0.07817</metric>
    <metric name="power-per-cell-area" unit="nW/µm²">348.7</metric>
  </group>
  <group name="hold_path">
    <metric name="holdCritPathClass" unit="">in2out</metric>
  </group>
  <group name="yosys">
    <metric name="yosysCellCount" unit="">16</metric>
    <metric name="synthesis.yosys.warnings" unit="">0</metric>
    <metric name="synthesis.area" unit="µm²">140.1</metric>
    <metric name="netlist-cell-type-count" unit="">1</metric>
    <metric name="synth.avg_cell_area" unit="µm²">8.758</metric>
    <metric name="synth.yosys.seq_area_share" unit="%">0</metric>
    <metric name="ys_chip_area" unit="µm²">140.1</metric>
    <metric name="syn_inst" unit="">16</metric>
  </group>
  <group name="floorplan">
    <metric name="die_width" unit="µm">80</metric>
    <metric name="die_area" unit="µm²">6400</metric>
    <metric name="placement_rows" unit="">21</metric>
    <metric name="die_height" unit="µm">80</metric>
    <metric name="fp_util" unit="%">4.103</metric>
    <metric name="core_area" unit="µm²">3416</metric>
    <metric name="design.portCount" unit="">48</metric>
  </group>
  <group name="placed_design">
    <metric name="place.detailed.instances" unit="">110</metric>
    <metric name="detailed_place.area" unit="µm²">678.2</metric>
    <metric name="finalWeightedCongestion" unit="">0.7905</metric>
    <metric name="portBuffers" unit="">48</metric>
    <metric name="dp.final_hpwl" unit="mm">1.286</metric>
  </group>
  <group name="clocking">
    <metric name="cts.hold.buffers_added" unit="">0</metric>
  </group>
  <group name="run_status">
    <metric name="status" unit="">finished, final reports clean</metric>
  </group>
</metrics>
[final timing paths]
| check | start | end | slack, ns | depth (start not counted) |
|---|---|---|---|---|
| max | x1[3] | out[3] | 0.05 | 3 |
| min | y1[8] | out[8] | 0.76 | 3 |
[per-layer routing]
metal | vias up | wire, µm | track usage [%]
li1 | 144 | - | -
met1 | 112 | 617 | 4.944
met2 | 30 | 503 | 5.618
met3 | 0 | 209 | 1.932
met4 | 0 | 0 | 0
met5 | - | 0 | 0
[report_power, final]
| group | switching (µW) | internal [µW] | total (µW) |
|---|---|---|---|
| Clock | 0 | 0 | 0 |
| Combinational | 64.7 | 130 | 195 |
| Sequential | 0 | 0 | 0 |
[worst max-delay path: stages]
cell and delay (ns):
sky130_fd_sc_hd__dlygate4sd2_1 0.24, sky130_fd_sc_hd__xor2_1 0.18, sky130_fd_sc_hd__buf_2 0.13
[timing repair]
item,4_1_cts,5_1_grt
resized,85,0
setup endpoints to repair,16,0
setup buffers,0,0
[cell usage after synthesis]
| master | number | area share, % |
|---|---|---|
| sky130_fd_sc_hd__xor2_1 | 16 | 100 |
[area by class of cell]
class	instances	area (µm²)	share of cell area (%)
tap	46	57.56	10.31
multi-input combinational	16	140.1	25.11
timing repair buffer	48	360.3	64.57
[placed cells by master, fill, tap and decap left out, drive strengths merged]
| cell type | instances |
|---|---|
| dlygate4sd2 | 32 |
| xor2 | 16 |
| buf | 16 |
[logic make-up after synthesis]
family / share of synthesized area, %
xor gates and xnor gates: 100.0
[stage by stage]
stage	TNS, ns	worst slack [ns]	hold slack, ns
2_1_floorplan	0	0.4807	0.4252
3_3_place_gp	-8.480	-0.5721	1.332
3_5_place_dp	-8.555	-0.5933	1.331
4_1_cts	0	0.03498	0.7652
5_1_grt	0	0.008275	0.7855
6_report	0	0.05116	0.7609
Power figures rest on the tool's default switching activity, not on a simulated workload.
